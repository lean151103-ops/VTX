==> flow/design.v <==
`timescale 1ns / 1ps
module uart_tx
    #(parameter CLKS_PER_BIT=868)
    (
    input clk,
    input i_data_avail,
    input [7:0] i_data_byte,
    output reg o_tx,         
    output reg o_active,     
    output reg o_done        
    );
    localparam IDLE_STATE = 2'b00;
    localparam START_STATE = 2'b01;
    localparam SEND_BIT_STATE = 2'b10;
    localparam STOP_STATE = 2'b11;
    reg [1:0] state = 0;
    reg [15:0] counter = 0;
    reg [7:0] data_byte = 0;
    reg [2:0] bit_index = 0;
    always @(posedge clk) begin
        data_byte <= i_data_byte;
    end
    always @(posedge clk) begin
        case(state)
            IDLE_STATE:
              begin
                o_tx <= 1;
                o_done <= 0;
                counter <= 0;
                bit_index <= 0;
                if (i_data_avail == 1) begin
                    o_active <= 1;
                    data_byte <= i_data_byte;
                    state <= START_STATE;
                end
                else state <= IDLE_STATE;
              end
            START_STATE:
              begin
                o_tx <= 0;
                if (counter < CLKS_PER_BIT - 1) begin
                    counter <= counter + 1;
                    state <= START_STATE;
                end
                else begin
                    counter <= 0;
                    bit_index <= 0;
                    state <= SEND_BIT_STATE;
                end
              end
            SEND_BIT_STATE:
              begin
                o_tx <= data_byte[bit_index];
                if (counter < CLKS_PER_BIT -1) begin
                    counter <= counter +1;
                    state <= SEND_BIT_STATE;
                end
                else begin
                    counter <= 0;
                    if( bit_index <7 ) begin
                        bit_index <= bit_index +1;
                        state <= SEND_BIT_STATE;
                    end
                    else begin
                        bit_index <= 0;
                        state <= STOP_STATE;
                    end
                end
              end
            STOP_STATE:
              begin
                o_tx <= 1;
                if (counter < CLKS_PER_BIT -1) begin
                    counter <= counter +1;
                    state <= STOP_STATE;
                end
                else begin
                    o_done <= 1;
                    o_active <= 0;
                    state <= IDLE_STATE;
                end
              end
            default :   state <= IDLE_STATE; 
        endcase 
    end
endmodule
==> flow/run.sh <==
#!/bin/bash
# OpenROAD 26Q1-2900-gdf79404cd8, Yosys 0.63+post, stock flow scripts
make -C /OpenROAD-flow-scripts/flow DESIGN_CONFIG=/design/flow/config.mk WORK_HOME=/design/flow/orfs finish
==> flow/config.mk <==
export PLATFORM = sky130hd
export DESIGN_NAME = uart_tx
export DESIGN_NICKNAME = uart_tx
export VERILOG_FILES = /design/flow/design.v
export SDC_FILE = /design/flow/constraint.sdc
export NUM_CORES = 4
export LEC_CHECK = 1
export CORE_AREA = 10 10 107 107
export DIE_AREA = 0 0 117 117
==> flow/constraint.sdc <==
current_design uart_tx

set clk_period 3.3
set clk_io_pct 0.2

create_clock -name clk0 -period $clk_period [get_ports {clk}]

set non_clock_inputs [all_inputs -no_clocks]
set_input_delay [expr $clk_period * $clk_io_pct] -clock clk0 $non_clock_inputs
set_output_delay [expr $clk_period * $clk_io_pct] -clock clk0 [all_outputs]
==> flow_metrics.env <==
# yosys + openroad results
export IMPL_top_cell="edfxtp_1"
export IMPL_stop_stage="synthesis (1_2_yosys)"
export IMPL_topCellsByArea="edfxtp_1, dfxtp_1, xnor2_1, nor2_1, ha_1"
export IMPL_synth_edff_count=29
export IMPL_status="did not finish"
export IMPL_ys_area_um2=1858
export IMPL_ys_flops=40
export IMPL_flop_cell="edfxtp_1"
export IMPL_ys_cells=156
export IMPL_yosys_top_cells_count="edfxtp_1, nor2_1, dfxtp_1, xnor2_1"
export IMPL_async_flop_share_pct=0
export IMPL_error="ERROR: Found 8 problems in 'check -assert'."
export IMPL_yosysUniqueCellTypes=34
export IMPL_yosysWarnings=1
export IMPL_ys_seq_share_pct=58.72
export IMPL_top_area_cell="edfxtp_1"
export IMPL_top_cell_area_share_pct=46.87
## cells by family after synthesis
logic type	after synthesis	share of synthesized area, %
adders and majority gates	7	4.714
and+or+nand+nor	66	18.65
AOI/OAI and AO/OA	13	5.118
buffers and inverters	12	3.367
muxes	4	2.828
DFF	40	58.72
xor gates and xnor gates	14	6.599
