==> flow/run.sh <==
#!/bin/bash
# OpenROAD 26Q1-2900-gdf79404cd8, Yosys 0.63+post, stock flow scripts
make -C /OpenROAD-flow-scripts/flow DESIGN_CONFIG=/design/flow/config.mk WORK_HOME=/design/flow/orfs finish
==> flow/config.mk <==
export PLATFORM = sky130hd
export DESIGN_NAME = fifo_checkFrame
export DESIGN_NICKNAME = fifo_checkFrame
export VERILOG_FILES = /design/flow/design.v
export SDC_FILE = /design/flow/constraint.sdc
export NUM_CORES = 4
export LEC_CHECK = 1
export CORE_UTILIZATION = 50
export SYNTH_MEMORY_MAX_BITS = 65536
==> flow/constraint.sdc <==
current_design fifo_checkFrame

set clk_period 24.3
set clk_io_pct 0.2

create_clock -name clk0 -period $clk_period [get_ports {clk}]

set non_clock_inputs [all_inputs -no_clocks]
set_input_delay [expr $clk_period * $clk_io_pct] -clock clk0 $non_clock_inputs
set_output_delay [expr $clk_period * $clk_io_pct] -clock clk0 [all_outputs]
==> flow/design.v <==
module fifo_checkFrame (
    input wire clk,
    input wire rst_n,
    input wire i_wr_en,
    input wire [7:0] i_wr_data,
    output wire o_full,      
    input wire i_rd_en,
    output wire [7:0] o_data,
    output wire o_empty,
    output reg [1:0] error_frame
);
    localparam [7:0] H1 = 8'hAA;
    localparam [7:0] H2 = 8'h55;
    localparam integer FRAME_SIZE = 108;
    localparam integer CRC_POS    = 104;
    localparam AW = 9;  
    localparam [1:0]
        S_IDLE    = 2'd0,
        S_WAIT_H2 = 2'd1,
        S_RECEIVE = 2'd2,
        S_CHECK   = 2'd3;
    reg [1:0] st;
    reg [7:0] byte_cnt;
    reg [31:0] crc_calc;
    reg [31:0] crc_rx;
    reg [7:0] mem [0:511];
    reg [AW:0] wptr;            
    reg [AW:0] wptr_confirmed;  
    reg [AW:0] rptr;            
    assign o_full  = (wptr[AW-1:0] == rptr[AW-1:0]) && (wptr[AW] != rptr[AW]);
    assign o_empty = (wptr_confirmed == rptr);
    assign o_data  = mem[rptr[AW-1:0]];
    function [31:0] crc32_table;
        input [7:0] idx;
        begin
            case (idx)
                8'h00: crc32_table = 32'h00000000;
                8'h01: crc32_table = 32'h77073096;
                8'h02: crc32_table = 32'hEE0E612C;
                8'h03: crc32_table = 32'h990951BA;
                8'h04: crc32_table = 32'h076DC419;
                8'h05: crc32_table = 32'h706AF48F;
                8'h06: crc32_table = 32'hE963A535;
                8'h07: crc32_table = 32'h9E6495A3;
                8'h08: crc32_table = 32'h0EDB8832;
                8'h09: crc32_table = 32'h79DCB8A4;
                8'h0A: crc32_table = 32'hE0D5E91E;
                8'h0B: crc32_table = 32'h97D2D988;
                8'h0C: crc32_table = 32'h09B64C2B;
                8'h0D: crc32_table = 32'h7EB17CBD;
                8'h0E: crc32_table = 32'hE7B82D07;
                8'h0F: crc32_table = 32'h90BF1D91;
                8'h10: crc32_table = 32'h1DB71064;
                8'h11: crc32_table = 32'h6AB020F2;
                8'h12: crc32_table = 32'hF3B97148;
                8'h13: crc32_table = 32'h84BE41DE;
                8'h14: crc32_table = 32'h1ADAD47D;
                8'h15: crc32_table = 32'h6DDDE4EB;
                8'h16: crc32_table = 32'hF4D4B551;
                8'h17: crc32_table = 32'h83D385C7;
                8'h18: crc32_table = 32'h136C9856;
                8'h19: crc32_table = 32'h646BA8C0;
                8'h1A: crc32_table = 32'hFD62F97A;
                8'h1B: crc32_table = 32'h8A65C9EC;
                8'h1C: crc32_table = 32'h14015C4F;
                8'h1D: crc32_table = 32'h63066CD9;
                8'h1E: crc32_table = 32'hFA0F3D63;
                8'h1F: crc32_table = 32'h8D080DF5;
                8'h20: crc32_table = 32'h3B6E20C8;
                8'h21: crc32_table = 32'h4C69105E;
                8'h22: crc32_table = 32'hD56041E4;
                8'h23: crc32_table = 32'hA2677172;
                8'h24: crc32_table = 32'h3C03E4D1;
                8'h25: crc32_table = 32'h4B04D447;
                8'h26: crc32_table = 32'hD20D85FD;
                8'h27: crc32_table = 32'hA50AB56B;
                8'h28: crc32_table = 32'h35B5A8FA;
                8'h29: crc32_table = 32'h42B2986C;
                8'h2A: crc32_table = 32'hDBBBC9D6;
                8'h2B: crc32_table = 32'hACBCF940;
                8'h2C: crc32_table = 32'h32D86CE3;
                8'h2D: crc32_table = 32'h45DF5C75;
                8'h2E: crc32_table = 32'hDCD60DCF;
                8'h2F: crc32_table = 32'hABD13D59;
                8'h30: crc32_table = 32'h26D930AC;
                8'h31: crc32_table = 32'h51DE003A;
                8'h32: crc32_table = 32'hC8D75180;
                8'h33: crc32_table = 32'hBFD06116;
                8'h34: crc32_table = 32'h21B4F4B5;
                8'h35: crc32_table = 32'h56B3C423;
                8'h36: crc32_table = 32'hCFBA9599;
                8'h37: crc32_table = 32'hB8BDA50F;
                8'h38: crc32_table = 32'h2802B89E;
                8'h39: crc32_table = 32'h5F058808;
                8'h3A: crc32_table = 32'hC60CD9B2;
                8'h3B: crc32_table = 32'hB10BE924;
                8'h3C: crc32_table = 32'h2F6F7C87;
                8'h3D: crc32_table = 32'h58684C11;
                8'h3E: crc32_table = 32'hC1611DAB;
                8'h3F: crc32_table = 32'hB6662D3D;
                8'h40: crc32_table = 32'h76DC4190;
                8'h41: crc32_table = 32'h01DB7106;
                8'h42: crc32_table = 32'h98D220BC;
                8'h43: crc32_table = 32'hEFD5102A;
                8'h44: crc32_table = 32'h71B18589;
                8'h45: crc32_table = 32'h06B6B51F;
                8'h46: crc32_table = 32'h9FBFE4A5;
                8'h47: crc32_table = 32'hE8B8D433;
                8'h48: crc32_table = 32'h7807C9A2;
                8'h49: crc32_table = 32'h0F00F934;
                8'h4A: crc32_table = 32'h9609A88E;
                8'h4B: crc32_table = 32'hE10E9818;
                8'h4C: crc32_table = 32'h7F6A0DBB;
                8'h4D: crc32_table = 32'h086D3D2D;
                8'h4E: crc32_table = 32'h91646C97;
                8'h4F: crc32_table = 32'hE6635C01;
                8'h50: crc32_table = 32'h6B6B51F4;
                8'h51: crc32_table = 32'h1C6C6162;
                8'h52: crc32_table = 32'h856530D8;
                8'h53: crc32_table = 32'hF262004E;
                8'h54: crc32_table = 32'h6C0695ED;
                8'h55: crc32_table = 32'h1B01A57B;
                8'h56: crc32_table = 32'h8208F4C1;
                8'h57: crc32_table = 32'hF50FC457;
                8'h58: crc32_table = 32'h65B0D9C6;
                8'h59: crc32_table = 32'h12B7E950;
                8'h5A: crc32_table = 32'h8BBEB8EA;
                8'h5B: crc32_table = 32'hFCB9887C;
                8'h5C: crc32_table = 32'h62DD1DDF;
                8'h5D: crc32_table = 32'h15DA2D49;
                8'h5E: crc32_table = 32'h8CD37CF3;
                8'h5F: crc32_table = 32'hFBD44C65;
                8'h60: crc32_table = 32'h4DB26158;
                8'h61: crc32_table = 32'h3AB551CE;
                8'h62: crc32_table = 32'hA3BC0074;
                8'h63: crc32_table = 32'hD4BB30E2;
                8'h64: crc32_table = 32'h4ADFA541;
                8'h65: crc32_table = 32'h3DD895D7;
                8'h66: crc32_table = 32'hA4D1C46D;
                8'h67: crc32_table = 32'hD3D6F4FB;
                8'h68: crc32_table = 32'h4369E96A;
                8'h69: crc32_table = 32'h346ED9FC;
                8'h6A: crc32_table = 32'hAD678846;
                8'h6B: crc32_table = 32'hDA60B8D0;
                8'h6C: crc32_table = 32'h44042D73;
                8'h6D: crc32_table = 32'h33031DE5;
                8'h6E: crc32_table = 32'hAA0A4C5F;
                8'h6F: crc32_table = 32'hDD0D7CC9;
                8'h70: crc32_table = 32'h5005713C;
                8'h71: crc32_table = 32'h270241AA;
                8'h72: crc32_table = 32'hBE0B1010;
                8'h73: crc32_table = 32'hC90C2086;
                8'h74: crc32_table = 32'h5768B525;
                8'h75: crc32_table = 32'h206F85B3;
                8'h76: crc32_table = 32'hB966D409;
                8'h77: crc32_table = 32'hCE61E49F;
                8'h78: crc32_table = 32'h5EDEF90E;
                8'h79: crc32_table = 32'h29D9C998;
                8'h7A: crc32_table = 32'hB0D09822;
                8'h7B: crc32_table = 32'hC7D7A8B4;
                8'h7C: crc32_table = 32'h59B33D17;
                8'h7D: crc32_table = 32'h2EB40D81;
                8'h7E: crc32_table = 32'hB7BD5C3B;
                8'h7F: crc32_table = 32'hC0BA6CAD;
                8'h80: crc32_table = 32'hEDB88320;
                8'h81: crc32_table = 32'h9ABFB3B6;
                8'h82: crc32_table = 32'h03B6E20C;
                8'h83: crc32_table = 32'h74B1D29A;
                8'h84: crc32_table = 32'hEAD54739;
                8'h85: crc32_table = 32'h9DD277AF;
                8'h86: crc32_table = 32'h04DB2615;
                8'h87: crc32_table = 32'h73DC1683;
                8'h88: crc32_table = 32'hE3630B12;
                8'h89: crc32_table = 32'h94643B84;
                8'h8A: crc32_table = 32'h0D6D6A3E;
                8'h8B: crc32_table = 32'h7A6A5AA8;
                8'h8C: crc32_table = 32'hE40ECF0B;
                8'h8D: crc32_table = 32'h9309FF9D;
                8'h8E: crc32_table = 32'h0A00AE27;
                8'h8F: crc32_table = 32'h7D079EB1;
                8'h90: crc32_table = 32'hF00F9344;
                8'h91: crc32_table = 32'h8708A3D2;
                8'h92: crc32_table = 32'h1E01F268;
                8'h93: crc32_table = 32'h6906C2FE;
                8'h94: crc32_table = 32'hF762575D;
                8'h95: crc32_table = 32'h806567CB;
                8'h96: crc32_table = 32'h196C3671;
                8'h97: crc32_table = 32'h6E6B06E7;
                8'h98: crc32_table = 32'hFED41B76;
                8'h99: crc32_table = 32'h89D32BE0;
                8'h9A: crc32_table = 32'h10DA7A5A;
                8'h9B: crc32_table = 32'h67DD4ACC;
                8'h9C: crc32_table = 32'hF9B9DF6F;
                8'h9D: crc32_table = 32'h8EBEEFF9;
                8'h9E: crc32_table = 32'h17B7BE43;
                8'h9F: crc32_table = 32'h60B08ED5;
                8'hA0: crc32_table = 32'hD6D6A3E8;
                8'hA1: crc32_table = 32'hA1D1937E;
                8'hA2: crc32_table = 32'h38D8C2C4;
                8'hA3: crc32_table = 32'h4FDFF252;
                8'hA4: crc32_table = 32'hD1BB67F1;
                8'hA5: crc32_table = 32'hA6BC5767;
                8'hA6: crc32_table = 32'h3FB506DD;
                8'hA7: crc32_table = 32'h48B2364B;
                8'hA8: crc32_table = 32'hD80D2BDA;
                8'hA9: crc32_table = 32'hAF0A1B4C;
                8'hAA: crc32_table = 32'h36034AF6;
                8'hAB: crc32_table = 32'h41047A60;
                8'hAC: crc32_table = 32'hDF60EFC3;
                8'hAD: crc32_table = 32'hA867DF55;
                8'hAE: crc32_table = 32'h316E8EEF;
                8'hAF: crc32_table = 32'h4669BE79;
                8'hB0: crc32_table = 32'hCB61B38C;
                8'hB1: crc32_table = 32'hBC66831A;
                8'hB2: crc32_table = 32'h256FD2A0;
                8'hB3: crc32_table = 32'h5268E236;
                8'hB4: crc32_table = 32'hCC0C7795;
                8'hB5: crc32_table = 32'hBB0B4703;
                8'hB6: crc32_table = 32'h220216B9;
                8'hB7: crc32_table = 32'h5505262F;
                8'hB8: crc32_table = 32'hC5BA3BBE;
                8'hB9: crc32_table = 32'hB2BD0B28;
                8'hBA: crc32_table = 32'h2BB45A92;
                8'hBB: crc32_table = 32'h5CB36A04;
                8'hBC: crc32_table = 32'hC2D7FFA7;
                8'hBD: crc32_table = 32'hB5D0CF31;
                8'hBE: crc32_table = 32'h2CD99E8B;
                8'hBF: crc32_table = 32'h5BDEAE1D;
                8'hC0: crc32_table = 32'h9B64C2B0;
                8'hC1: crc32_table = 32'hEC63F226;
                8'hC2: crc32_table = 32'h756AA39C;
                8'hC3: crc32_table = 32'h026D930A;
                8'hC4: crc32_table = 32'h9C0906A9;
                8'hC5: crc32_table = 32'hEB0E363F;
                8'hC6: crc32_table = 32'h72076785;
                8'hC7: crc32_table = 32'h05005713;
                8'hC8: crc32_table = 32'h95BF4A82;
                8'hC9: crc32_table = 32'hE2B87A14;
                8'hCA: crc32_table = 32'h7BB12BAE;
                8'hCB: crc32_table = 32'h0CB61B38;
                8'hCC: crc32_table = 32'h92D28E9B;
                8'hCD: crc32_table = 32'hE5D5BE0D;
                8'hCE: crc32_table = 32'h7CDCEFB7;
                8'hCF: crc32_table = 32'h0BDBDF21;
                8'hD0: crc32_table = 32'h86D3D2D4;
                8'hD1: crc32_table = 32'hF1D4E242;
                8'hD2: crc32_table = 32'h68DDB3F8;
                8'hD3: crc32_table = 32'h1FDA836E;
                8'hD4: crc32_table = 32'h81BE16CD;
                8'hD5: crc32_table = 32'hF6B9265B;
                8'hD6: crc32_table = 32'h6FB077E1;
                8'hD7: crc32_table = 32'h18B74777;
                8'hD8: crc32_table = 32'h88085AE6;
                8'hD9: crc32_table = 32'hFF0F6A70;
                8'hDA: crc32_table = 32'h66063BCA;
                8'hDB: crc32_table = 32'h11010B5C;
                8'hDC: crc32_table = 32'h8F659EFF;
                8'hDD: crc32_table = 32'hF862AE69;
                8'hDE: crc32_table = 32'h616BFFD3;
                8'hDF: crc32_table = 32'h166CCF45;
                8'hE0: crc32_table = 32'hA00AE278;
                8'hE1: crc32_table = 32'hD70DD2EE;
                8'hE2: crc32_table = 32'h4E048354;
                8'hE3: crc32_table = 32'h3903B3C2;
                8'hE4: crc32_table = 32'hA7672661;
                8'hE5: crc32_table = 32'hD06016F7;
                8'hE6: crc32_table = 32'h4969474D;
                8'hE7: crc32_table = 32'h3E6E77DB;
                8'hE8: crc32_table = 32'hAED16A4A;
                8'hE9: crc32_table = 32'hD9D65ADC;
                8'hEA: crc32_table = 32'h40DF0B66;
                8'hEB: crc32_table = 32'h37D83BF0;
                8'hEC: crc32_table = 32'hA9BCAE53;
                8'hED: crc32_table = 32'hDEBB9EC5;
                8'hEE: crc32_table = 32'h47B2CF7F;
                8'hEF: crc32_table = 32'h30B5FFE9;
                8'hF0: crc32_table = 32'hBDBDF21C;
                8'hF1: crc32_table = 32'hCABAC28A;
                8'hF2: crc32_table = 32'h53B39330;
                8'hF3: crc32_table = 32'h24B4A3A6;
                8'hF4: crc32_table = 32'hBAD03605;
                8'hF5: crc32_table = 32'hCDD70693;
                8'hF6: crc32_table = 32'h54DE5729;
                8'hF7: crc32_table = 32'h23D967BF;
                8'hF8: crc32_table = 32'hB3667A2E;
                8'hF9: crc32_table = 32'hC4614AB8;
                8'hFA: crc32_table = 32'h5D681B02;
                8'hFB: crc32_table = 32'h2A6F2B94;
                8'hFC: crc32_table = 32'hB40BBE37;
                8'hFD: crc32_table = 32'hC30C8EA1;
                8'hFE: crc32_table = 32'h5A05DF1B;
                8'hFF: crc32_table = 32'h2D02EF8D;
                default: crc32_table = 32'h00000000;
            endcase
        end
    endfunction
    always @(posedge clk or negedge rst_n) begin
        if (!rst_n) begin
            st <= S_IDLE;
            wptr <= 0;
            wptr_confirmed <= 0;
            byte_cnt <= 0;
            error_frame <= 0;
        end else begin
            case (st)
                S_IDLE: begin
                    if (i_wr_en && i_wr_data == H1 && !o_full) begin
                        mem[wptr[AW-1:0]] <= H1;
                        wptr     <= wptr + 1'b1;
                        crc_calc <= (32'hFFFFFFFF >> 8) ^ crc32_table(8'hFF ^ H1);  
                        byte_cnt <= 8'd1;
                        st       <= S_WAIT_H2;
                    end
                end
                S_WAIT_H2: begin
                    if (i_wr_en) begin
                        if (i_wr_data == H2 && !o_full) begin
                            mem[wptr[AW-1:0]] <= H2;
                            wptr     <= wptr + 1'b1;
                            crc_calc <= (crc_calc >> 8) ^ crc32_table(crc_calc[7:0] ^ H2);
                            byte_cnt <= 8'd2;
                            st       <= S_RECEIVE;
                        end else begin
                            wptr <= wptr_confirmed; 
                            st   <= S_IDLE;
                        end
                    end
                end
                S_RECEIVE: begin
                    if (i_wr_en) begin
                        if (!o_full) begin
                            mem[wptr[AW-1:0]] <= i_wr_data;
                            wptr <= wptr + 1'b1;
                            if (byte_cnt < CRC_POS)
                                crc_calc <= (crc_calc >> 8) ^ crc32_table(crc_calc[7:0] ^ i_wr_data);
                            else begin
                                case (byte_cnt)
                                    8'd104: crc_rx[7:0]   <= i_wr_data;
                                    8'd105: crc_rx[15:8]  <= i_wr_data;
                                    8'd106: crc_rx[23:16] <= i_wr_data;
                                    8'd107: crc_rx[31:24] <= i_wr_data;
                                endcase
                            end
                            if (byte_cnt == FRAME_SIZE - 1) st <= S_CHECK;
                            else byte_cnt <= byte_cnt + 1'b1;
                        end else begin
                            wptr <= wptr_confirmed;
                            st <= S_IDLE;
                        end
                    end
                end
                S_CHECK: begin
                    if ((crc_calc ^ 32'hFFFFFFFF) == crc_rx) begin
                        wptr_confirmed <= wptr; 
                        error_frame <= 2'b00;
                    end else begin
                        wptr <= wptr_confirmed; 
                        error_frame <= 2'b01;
                    end
                    st <= S_IDLE; 
                end
            endcase
        end
    end
    always @(posedge clk or negedge rst_n) begin
        if (!rst_n) rptr <= 0;
        else if (i_rd_en && !o_empty) rptr <= rptr + 1'b1;
    end
endmodule
==> results_dict.tcl <==
# collected from the flow reports
set metrics [dict create \
    io_pins 24 \
    r2r_start "rptr[6]" \
    end_kind "primary output" \
    ir_drop_uv 87.35 \
    tns_ns 0 \
    netlist_area_um2 166800 \
    cp_max_fo 33 \
    power_w 0.01701 \
    die_area_um2 335800 \
    pwr-share-clk 0.395 \
    whs_path_depth 1 \
    outcome "finished, final reports clean" \
    crit_required_ns 19.44 \
    crit_type "reg2out" \
    synth_cells 11390 \
    globalplace.congestion 1.056 \
    grt_usage 0.4744 \
    routed_via_density 6.904 \
    flop_cell "edfxtp_1" \
    cp_data_arrival_time_ns 8.62 \
    totalWireLength_mm 710.5 \
    min_path_type "reg2reg" \
    num_rows 211 \
    warnings 49 \
    timing.reg2reg.worst_path_depth 13 \
    syn_to_final_growth_pct 14.77 \
    grt_overflow 0 \
    cp-start-kind "register" \
    p_switching_w 0.004696 \
    ys_seq_elements 4203 \
    drc_errors 0 \
    grt_max_degree 121 \
    finClkSkew_ns 0.05267 \
    ys_seq_share 0.7555 \
    core_um2 331100 \
    ys_chip_area_um2 166800 \
    clk_latency_ns 1.04 \
    power_density_nw_per_um2 88.89 \
    setup_viol 0 \
    cts_tree "yes" \
    cts_hold_buf 0 \
    r2r_slack_ns 17.38 \
    period_used_share 0.5546 \
    slew_headroom 0.06431 \
    vias 115600 \
    synth_cell_types 75 \
    antenna_left 0 \
    wl_per_cell_um 42.45 \
    cts_inserted_buffers 430 \
    drv_cap 0 \
    grt_pass1_vias 118800 \
    htreeDepth 5 \
    edf_count 4160 \
    clkSlewWorstSetupHoldPaths_ns 0.07 \
    fp-utilization 0.5037 \
    combPwrFrac 0.131 \
    die_w_um 579.5 \
    maxSlewViolCount 0 \
    rsz0062_at_grt "false" \
    swShare 0.2760 \
    fin_crit_ns 13.48 \
    yosys_warnings 2 \
    hold_viol 0 \
    drt_iter0_markers 10780 \
    worst_pin_slew_ns 1.391 \
    drtPass1Iterations 8 \
    ctsLongestPathBuffers 4 \
    cts_root_buf "clkbuf_16" \
    cts.repair.resized 0 \
    post_cts_buffers 0 \
    yosys_cells 11390 \
    holdCritStartpoint "rptr[9]" \
    portBuffers 22 \
    grt_pass1_wl_mm 960.6 \
    async_flop_share 0.01023 \
    antenna_found_initial 73 \
    die_h_um 579.5 \
    fillers 25100 \
    synth.avg_cell_area_um2 14.64 \
    drive_gt1_frac 0.1433 \
    leakage_nw 61.59 \
    hold_end "rptr[9]" \
    seq_power_share 0.475 \
    post-dp-hpwl_mm 478.1 \
    r2r-end "mem[321][2]" \
    cts.sinks 4203 \
    internal_power_w 0.01232 \
    clock.fmax_ghz 0.07421 \
]
## logic make-up after synthesis
| logic type | synth area share |
|---|---|
| AND/OR/NAND/NOR | 0.1298 |
| buffers and inverters | 0.02090 |
| AND-OR/OR-AND | 0.08040 |
| XOR/XNOR | 0.009558 |
| multiplexers | 0.001868 |
| flip-flops | 0.7555 |
| other | 0.00002249 |
| adder cells (fa/ha/maj) | 0.001876 |
## metal layers
metal / wire [um] / vias up / track usage
met2: 298100 / 9651 / 0.6058
met5: 2507 / - / 0.07161
met3: 145200 / 2143 / 0.4054
met1: 212400 / 56670 / 0.5541
li1: - / 46990 / -
met4: 52360 / 95 / 0.2622
## layout make-up
cell class                 count  area, um2  area share
clock inverter               282       3035     0.01586
sequential                  4203     126000      0.6584
clock buffer                 510      11170     0.05835
multi-input combinational   6318      38180      0.1995
tap                         4366       5463     0.02854
antenna                       93      232.7    0.001216
timing repair buffer         938       7202     0.03763
inverter                      27      101.3   0.0005295
## state kept, by name (all words and copies together), names as in the netlist, 4 cells and up
register	cells
crc_calc	32
crc_rx	32
wptr_confirmed	10
wptr	10
st	4
byte_cnt	8
rptr	10
mem	4096
## stage by stage
stage | worst slack (ns) | hold WS [ns] | cells | area (um2) | util
2_1_floorplan | 11.76 | 0.4279 | 11390 | 166800 | -
3_3_place_gp | 12.46 | 0.5124 | 15850 | 176900 | 0.5344
3_5_place_dp | 12.54 | 0.5289 | 15850 | 176900 | 0.5344
4_1_cts | 11.45 | 0.5379 | 16640 | 191100 | 0.5773
5_1_grt | 11.22 | 0.5750 | 16690 | 191300 | 0.5777
6_report | 10.82 | 0.5402 | 16740 | 191400 | 0.5781
## power by group through the flow
stage         clock, W  sequential [W]  combinational [W]
CTS            0.00674         0.00807            0.00207
global route   0.00701         0.00807            0.00221
finish         0.00671         0.00807            0.00223
## critical path, cell delays in order, from the launching register on
cell and delay, ns:
dfrtp_2 0.73, buf_4 0.40, nor4_2 0.11, buf_4 0.29, buf_4 0.36, buf_4 0.32, buf_4 0.35, nand3_1 0.15
nand4_1 0.10, or4_1 0.59, nor4_1 1.10, nand4_1 1.21, or4_1 1.02, mux2_2 0.34, clkdlybuf4s50_1 0.40
## cell usage in the layout, fill, tap and decap left out, types with 21 or more instances in the layout
cell,Yosys,final
a32oi_1,131,131
diode_2,0,93
nor2_2,4,42
clkinv_1,0,85
dfrtp_1,42,35
a22oi_1,896,896
and3_1,349,345
inv_1,27,27
clkbuf_16,0,435
nor3_1,37,37
nor2_4,0,21
nor2_1,939,880
nand2_1,142,133
a2111oi_0,130,121
clkinv_2,0,96
buf_4,9,906
bufinv_16,0,53
edfxtp_1,4160,4160
o21ai_0,55,55
a222oi_1,30,30
clkdlybuf4s50_1,0,21
ha_1,25,25
a211oi_1,22,22
clkbuf_1,650,75
nand3_1,1654,1654
xor2_1,42,42
nand4_1,588,588
xnor2_1,140,140
or4_1,55,54
a21oi_1,563,560
o22ai_1,46,46
nor4_1,206,194
## cell usage after synthesis (all sizes together), types with 6 or more instances
cell        n  area (um2)
o22ai      46       287.8
inv        27       101.4
buf       191       939.7
nand2b      7       43.79
and2       15       93.84
mux2i      12       120.1
nor3       37       185.2
nor4b      11       108.9
o21ai      57       285.3
clkbuf    651        2445
nor2b       6       37.54
nand4b     16       190.2
or4b        8       80.08
nor4      207        1310
mux2       17       191.4
or4        56       424.2
edfxtp   4160      124900
xnor2     140        1226
nand3    1654        8278
or3        15       93.84
nor4bb     18       180.2
and3      349        2183
and4       19       166.4
nand4bb    13       146.4
nand2     142       533.0
and4b      16       160.2
or4bb       9       101.4
xor2       42       367.9
a211oi     22       165.2
a222oi     30       300.3
a2111oi   132        1159
a21oi     563        2818
a22oi     896        6726
a32oi     131        1147
a22o       18       157.7
nand4     591        3716
o211ai      8       60.06
dfrtp      42        1051
ha         25       312.8
nor2      943        3550
## how the worst max path moves through the flow
stage,start,to,cells after the start
4_1_cts,rptr[5],o_data[4],14
6_report,rptr[5],o_data[4],14
5_1_grt,rptr[5],o_data[4],14
Power and IR drop assume default switching activity.
