==> ./design.v <==
`timescale 1ns / 1ps
module uart_rx
    #(parameter CLKS_PER_BIT = 868)
    (
     input clock,
     input i_rx,
     output o_data_avail,
     output [7:0] o_data_byte
    );
    localparam IDLE_STATE = 2'b00;
    localparam START_STATE = 2'b01;
    localparam GET_BIT_STATE = 2'b10;
    localparam STOP_STATE = 2'b11;
    reg rx_buffer = 1'b1;
    reg rx = 1'b1;
    reg [1:0] state = 0;
    reg [15:0] counter = 0;
    reg [2:0] bit_index = 0;
    reg data_avail = 0;
    reg [7:0] data_byte = 0;
    assign o_data_avail = data_avail;
    assign o_data_byte = data_byte;
    always @(posedge clock)
    begin
        rx_buffer <= i_rx;
        rx <= rx_buffer;
    end
    always @(posedge clock)
    begin
        case (state)
            IDLE_STATE:
            begin   
                counter <= 0;
                bit_index <= 0;
                if (rx == 0)
                    state <= START_STATE;
                else 
                    state <= IDLE_STATE;
            end
            START_STATE:
            begin   
                if (counter == (CLKS_PER_BIT)/2)
                begin
                    if (rx == 0)
                    begin
                        counter <= 0;
                        state <= GET_BIT_STATE;
                    end
                    else
                    begin
                        state <= IDLE_STATE;
                    end
                end
                else
                begin
                    counter <= counter + 16'b1;
                    state <= START_STATE;
                end
            end
            GET_BIT_STATE:
            begin
                if (counter < CLKS_PER_BIT - 1)
                begin
                    counter <= counter + 16'b1;
                    state <= GET_BIT_STATE;
                end
                else 
                begin
                    counter <= 0;
                    data_byte[bit_index] <= rx;
                    if (bit_index < 7)
                    begin
                        bit_index <= bit_index + 3'b1;
                        state <= GET_BIT_STATE;
                    end
                    else 
                    begin
                        bit_index <= 0;
                        state <= STOP_STATE;
                    end
                end
            end
            STOP_STATE:
            begin
                if (counter < CLKS_PER_BIT - 1)
                begin
                    counter <= counter + 16'b1;
                    state <= STOP_STATE;
                end
                else
                begin
                    data_avail <= 1;
                    counter <= 0;
                    state <= IDLE_STATE;
                end
            end
            default:
                state <= IDLE_STATE;
        endcase
    end
endmodule
==> ./run.sh <==
#!/bin/bash
# OpenROAD 26Q1-2900-gdf79404cd8, Yosys 0.63+post, stock flow scripts
make -C /OpenROAD-flow-scripts/flow DESIGN_CONFIG=/design/flow/config.mk WORK_HOME=/design/flow/orfs finish
==> ./config.mk <==
export PLATFORM = sky130hd
export DESIGN_NAME = uart_rx
export DESIGN_NICKNAME = uart_rx
export VERILOG_FILES = /design/flow/design.v
export SDC_FILE = /design/flow/constraint.sdc
export NUM_CORES = 4
export LEC_CHECK = 1
export CORE_AREA = 10 10 105 105
export DIE_AREA = 0 0 115 115
==> ./constraint.sdc <==
current_design uart_rx

set clk_period 4.3
set clk_io_pct 0.2

create_clock -name clk0 -period $clk_period [get_ports {clock}]

set non_clock_inputs [all_inputs -no_clocks]
set_input_delay [expr $clk_period * $clk_io_pct] -clock clk0 $non_clock_inputs
set_output_delay [expr $clk_period * $clk_io_pct] -clock clk0 [all_outputs]
==> node_exporter_impl.prom <==
# HELP chip_impl_metric Metrics from one implementation run
# TYPE chip_impl_metric gauge
chip_impl_info{name="run_status",value="completed"} 1
chip_impl_info{name="synth.cells.most_frequent",value="28 x sky130_fd_sc_hd__edfxtp_1, 18 x sky130_fd_sc_hd__a21oi_1, 18 x sky130_fd_sc_hd__nand2_1, 13 x sky130_fd_sc_hd__xnor2_1, 11 x sky130_fd_sc_hd__nor2_1"} 1
chip_impl_metric{name="switching_power",unit="W"} 0.000195
chip_impl_info{name="flop_cell",value="sky130_fd_sc_hd__edfxtp_1"} 1
chip_impl_metric{name="postSynth.asyncResetShare",unit="%"} 0
chip_impl_info{name="most_common_cell",value="sky130_fd_sc_hd__edfxtp_1"} 1
chip_impl_metric{name="synth-cells-yosys",unit=""} 168
chip_impl_metric{name="number_of_flops_mapped_to_enable_cells_by_yosys",unit=""} 28
chip_impl_metric{name="postSynthCellCount",unit=""} 168
chip_impl_metric{name="ys_chip_area",unit="sq um"} 1750
chip_impl_metric{name="max_clock_freq",unit="MHz"} 435
chip_impl_info{name="top_area_cell",value="sky130_fd_sc_hd__edfxtp_1"} 1
chip_impl_info{name="worst_setup_path_start_kind",value="flip-flop"} 1
chip_impl_metric{name="die_area",unit="sq um"} 13200
chip_impl_metric{name="lkg_pwr",unit="nW"} 0.700
chip_impl_metric{name="pwr-share-comb",unit="%"} 11.7
chip_impl_metric{name="ys_seq_share",unit="%"} 52.6
chip_impl_metric{name="critical_path_required",unit="ps"} 4110
chip_impl_metric{name="antenna_violations_before_repair",unit=""} 0
chip_impl_metric{name="grt_pass1_vias",unit=""} 1160
chip_impl_info{name="timing.hold.worst.start",value="rx_buffer"} 1
chip_impl_metric{name="yosys_warning_count",unit=""} 1
chip_impl_metric{name="cts_sinks",unit=""} 32
chip_impl_metric{name="drt-pass1-iter-count",unit=""} 4
chip_impl_metric{name="power.density_cell_area",unit="nW/um^2"} 361
chip_impl_info{name="tritoncts",value="done"} 1
chip_impl_metric{name="worst_setup_hold_path_clk_slew",unit="ps"} 70
chip_impl_metric{name="worst_r2r_path_depth",unit=""} 3
chip_impl_metric{name="holdWs",unit="ps"} 328
chip_impl_metric{name="grt_overflow_total",unit=""} 0
chip_impl_metric{name="io_pins",unit=""} 11
chip_impl_metric{name="timing.final.hold_violations",unit=""} 0
chip_impl_metric{name="seq_power_share",unit="%"} 56.3
chip_impl_metric{name="routed_wire_length",unit="um"} 3220
chip_impl_metric{name="drtIter0Drc",unit=""} 95
chip_impl_metric{name="timing.max_cap.violations",unit=""} 0
chip_impl_metric{name="vias",unit=""} 1229
chip_impl_info{name="crit_path_end_kind",value="flip-flop"} 1
chip_impl_metric{name="synth_area_per_cell",unit="sq um"} 10.4
chip_impl_metric{name="routedWlPerCell",unit="um"} 11.1
chip_impl_metric{name="timing.reg2reg.setup_slack",unit="ps"} 2000
chip_impl_metric{name="period_needed",unit="ps"} 2300
chip_impl_metric{name="count_of_instances_resized_after_the_clock_tree_is_built",unit=""} 0
chip_impl_metric{name="grt_first_pass_wirelength",unit="um"} 5590
chip_impl_metric{name="syn_to_final_growth",unit="%"} 18.1
chip_impl_info{name="regToRegEndpoint",value="counter[12]"} 1
chip_impl_info{name="ctsRootBufferMaster",value="sky130_fd_sc_hd__clkbuf_8"} 1
chip_impl_metric{name="setup_viol",unit=""} 0
chip_impl_metric{name="postCtsHoldBufs",unit=""} 0
chip_impl_metric{name="cts_max_level",unit=""} 2
chip_impl_info{name="regToRegStartpoint",value="counter[2]"} 1
chip_impl_metric{name="n_fill_cell",unit=""} 922
chip_impl_metric{name="vias_per_cell",unit=""} 4.22
chip_impl_metric{name="clockBufferDepth",unit=""} 2
chip_impl_metric{name="skew",unit="ps"} 4.60
chip_impl_metric{name="placement_rows",unit=""} 34
chip_impl_metric{name="floorplan.die.height",unit="um"} 115
chip_impl_metric{name="largest_net_degree_at_the_start_of_global_routing",unit=""} 17
chip_impl_metric{name="max_slew.worst_pin.slew",unit="ps"} 775
chip_impl_metric{name="gr-usage-all-layers",unit="%"} 5.09
chip_impl_metric{name="drt_drc_violations_left",unit=""} 0
chip_impl_metric{name="final_max_slew_viol_count",unit=""} 0
chip_impl_metric{name="post-cts-setup-buffers",unit=""} 0
chip_impl_metric{name="p_int",unit="W"} 0.000551
chip_impl_metric{name="antenna_cells_inserted",unit=""} 0
chip_impl_metric{name="peakVddDrop",unit="V"} 0.000123
chip_impl_metric{name="pwr-share-clk",unit="%"} 31.9
chip_impl_info{name="hp_class",value="flip-flop to flip-flop"} 1
chip_impl_metric{name="finalCritPeriodShare",unit="%"} 53.5
chip_impl_metric{name="hold_path_depth",unit=""} 0
chip_impl_metric{name="globalplace.congestion",unit=""} 0.841
chip_impl_metric{name="critical_path.max_fanout",unit=""} 16
chip_impl_metric{name="postSynthRegisterBits",unit=""} 32
chip_impl_metric{name="comb_area",unit="sq um"} 778
chip_impl_metric{name="synth_cell_type_count",unit=""} 33
chip_impl_metric{name="route.antenna.remaining_nets",unit=""} 0
chip_impl_metric{name="die_width",unit="um"} 115
chip_impl_metric{name="warnings",unit=""} 30
chip_impl_metric{name="fin_tns_setup",unit="ps"} 0
chip_impl_metric{name="initial_utilization",unit="%"} 20.0
chip_impl_info{name="hold-path-endpoint",value="rx"} 1
chip_impl_metric{name="worstPathArrival",unit="ps"} 2110
chip_impl_metric{name="worst_skew_pair.late_latency",unit="ps"} 280
chip_impl_metric{name="mappedNetlistArea",unit="sq um"} 1750
chip_impl_info{name="worst-setup-path-type",value="flip-flop to flip-flop"} 1
chip_impl_metric{name="max_slew_headroom",unit="%"} 48.2
chip_impl_metric{name="final_util",unit="%"} 23.6
chip_impl_metric{name="dpl.hpwl",unit="um"} 2260
chip_impl_info{name="grt_setup_unrepaired",value="no"} 1
chip_impl_metric{name="port-buffer-count",unit=""} 10
chip_impl_metric{name="cts_made_buffers",unit=""} 5
chip_impl_metric{name="p_sw_share",unit="%"} 26.2
chip_impl_info{name="synth.top_cells.by_area",value="sky130_fd_sc_hd__edfxtp_1 48%, sky130_fd_sc_hd__xnor2_1 6.5%, sky130_fd_sc_hd__a21oi_1 5.2%"} 1
chip_impl_metric{name="core",unit="sq um"} 8760
chip_impl_metric{name="netlist.area_leader.share",unit="%"} 48.1
chip_impl_metric{name="layout-drive-gt1-share",unit="%"} 7.10
chip_impl_metric{name="sequential_cell_area",unit="sq um"} 921
cell families (layout without fill, tap and decap cells):
family                   Yosys count  after routing  synth area share [%]
AND/OR/NAND/NOR                   67             67                  19.3
flip-flops                        32             32                  52.6
AND-OR/OR-AND                     31             31                  10.5
XOR/XNOR                          15             15                  7.51
buffers and inverters             13             28                  2.86
adder cells (fa/ha/maj)            7              7                  5.01
multiplexers                       2              2                  1.93
other                              1              1                 0.214
cell type report:
class	instances	share of cell area, %
Multi-Input combinational cell	123	37.7
Sequential cell	32	44.6
Inverter	9	1.64
Clock buffer	8	4.36
Tap cell	108	6.54
Timing Repair Buffer	11	5.21
placed cells by master, fill, tap and decap left out, types with 2 or more instances in the layout:
| master | count |
|---|---|
| sky130_fd_sc_hd__a21oi_1 | 18 |
| sky130_fd_sc_hd__a22o_1 | 2 |
| sky130_fd_sc_hd__clkbuf_1 | 2 |
| sky130_fd_sc_hd__clkbuf_8 | 6 |
| sky130_fd_sc_hd__clkdlybuf4s50_1 | 10 |
| sky130_fd_sc_hd__dfxtp_1 | 4 |
| sky130_fd_sc_hd__edfxtp_1 | 28 |
| sky130_fd_sc_hd__ha_1 | 7 |
| sky130_fd_sc_hd__inv_1 | 9 |
| sky130_fd_sc_hd__nand2_1 | 18 |
| sky130_fd_sc_hd__nand3_1 | 10 |
| sky130_fd_sc_hd__nand4_1 | 4 |
| sky130_fd_sc_hd__nor2_1 | 11 |
| sky130_fd_sc_hd__nor3_1 | 4 |
| sky130_fd_sc_hd__nor4_1 | 9 |
| sky130_fd_sc_hd__o21ai_0 | 6 |
| sky130_fd_sc_hd__or3_1 | 4 |
| sky130_fd_sc_hd__xnor2_1 | 13 |
| sky130_fd_sc_hd__xor2_1 | 2 |
registers in the layout, summed over array words and instances (netlist names):
register and cells:
data_avail 1, counter 16, data_byte 8, bit_index 3, rx 1, rx_buffer 1, state 2
worst max-delay path, cell delays in order (launching register included):
cell and delay [ps]:
sky130_fd_sc_hd__edfxtp_1 480, sky130_fd_sc_hd__or4_4 600, sky130_fd_sc_hd__nor3_1 170, sky130_fd_sc_hd__nand3_1 580
power groups by stage:
| stage | Combinational [W] | Sequential (W) | Clock, W |
|---|---|---|---|
| 4_1_cts | 0.0000881 | 0.000420 | 0.000246 |
| 5_1_grt | 0.000101 | 0.000427 | 0.000262 |
| 6_report | 0.0000874 | 0.000421 | 0.000238 |
worst max path at each step:
stage / startpoint / to / slack, ps / depth (start not counted)
6_report: counter[2] / counter[12] / 2000 / 3
5_1_grt: counter[2] / counter[8] / 1880 / 3
4_1_cts: counter[2] / counter[8] / 1990 / 3
per-layer routing:
layer / GRT usage (%) / vias to the layer above / wire, um
met5: 0 / - / 0
met4: 0.825 / 0 / 36
met3: 2.00 / 4 / 222
met2: 7.36 / 22 / 1350
met1: 7.25 / 561 / 1610
li1: - / 642 / -
stage by stage:
| stage | instance area, sq um | setup slack (ps) | std cells | power (W) |
|---|---|---|---|---|
| after global routing | 2070 | 1880 | 291 | 0.000790 |
| after global placement | 1980 | 2080 | 283 | 0.000510 |
| final | 2070 | 2000 | 291 | 0.000746 |
| after floorplan | 1750 | 2290 | 168 | 0.000489 |
| after CTS | 2070 | 1990 | 291 | 0.000754 |
| after detailed placement | 1980 | 1990 | 283 | 0.000512 |
No activity file was given, so power comes from the tool's default toggle rates.
